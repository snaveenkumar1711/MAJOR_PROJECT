### flow/design.v
module UART_receiver_FSM #(
    parameter DATA_WIDTH = 8
)
(
    input clk,
    input reset,
    input parity_enable,
    input [5:0] prescale,
    input serial_data_in,
    input start_bit_error,
    input parity_bit_error,
    input stop_bit_error,
    input [4:0] edge_count,
    input edge_count_done,
    output reg start_bit_check_enable,
    output reg parity_bit_check_enable,
    output reg stop_bit_check_enable,
    output reg edge_counter_and_data_sampler_enable,
    output reg deserializer_enable,
    output [$clog2(DATA_WIDTH) - 1:0] data_index,
    output reg data_valid
);
    wire [5:0] sampling_edge_number;
    wire [5:0] final_edge_number;
    reg [2:0] current_state;
    reg [2:0] next_state;
    localparam [2:0] IDLE = 3'b000;
    localparam [2:0] START_BIT_RECEPTION = 3'b001;
    localparam [2:0] SERIAL_DATA_RECEPTION = 3'b010;
    localparam [2:0] PARITY_BIT_RECEPTION = 3'b011;
    localparam [2:0] STOP_BIT_RECEPTION = 3'b100;
    localparam [2:0] DATA_VALID = 3'b101;
    reg [$clog2(DATA_WIDTH):0] data_transmission_state;
    assign final_edge_number = prescale - 6'd2;
    always @(posedge clk or negedge reset) begin
        if (~reset) begin
            data_transmission_state <= 'b0;
        end
        else if (current_state == SERIAL_DATA_RECEPTION && edge_count == final_edge_number) begin 
            data_transmission_state <= data_transmission_state + 'b1;
        end
        else if (data_transmission_state[$clog2(DATA_WIDTH)]) begin
            data_transmission_state <= 'b0;
        end
    end
    assign data_index = data_transmission_state[$clog2(DATA_WIDTH) - 1:0];
    always @(posedge clk or negedge reset) begin
        if (~reset) begin
            current_state <= IDLE;
        end
        else begin
            current_state <= next_state;
        end
    end
    always @(*) begin
        case (current_state)
            IDLE: begin
                if (~serial_data_in) begin
                    next_state = START_BIT_RECEPTION;
                end
                else begin
                    next_state = IDLE;
                end
            end
            START_BIT_RECEPTION: begin
                if (edge_count_done & start_bit_error) begin
                        next_state = IDLE;
                end
                else if (edge_count_done) begin
                        next_state = SERIAL_DATA_RECEPTION;
                end
                else begin
                    next_state = START_BIT_RECEPTION;
                end
            end
            SERIAL_DATA_RECEPTION: begin
                if (edge_count_done) begin
                    if (~data_transmission_state[$clog2(DATA_WIDTH)]) begin
                        next_state = SERIAL_DATA_RECEPTION;
                    end
                    else if (parity_enable) begin
                        next_state = PARITY_BIT_RECEPTION;
                    end
                    else begin
                        next_state = STOP_BIT_RECEPTION;
                    end
                end
                else begin
                    next_state = SERIAL_DATA_RECEPTION;
                end
            end
            PARITY_BIT_RECEPTION: begin
                if (edge_count_done & parity_bit_error) begin
                    next_state = IDLE;
                end
                else if (edge_count_done) begin
                    next_state = STOP_BIT_RECEPTION;
                end
                else begin
                    next_state = PARITY_BIT_RECEPTION;
                end
            end
            STOP_BIT_RECEPTION: begin
                if (edge_count_done & stop_bit_error) begin
                    next_state = IDLE;
                end
                else if (edge_count_done) begin
                    next_state = DATA_VALID;
                end
                else begin
                    next_state = STOP_BIT_RECEPTION;
                end
            end
            DATA_VALID: begin
                if (~serial_data_in) begin
                    next_state = START_BIT_RECEPTION;
                end
                else begin
                    next_state = IDLE;
                end
            end
            default: begin
                next_state = IDLE;
            end
        endcase
    end
    assign sampling_edge_number = (prescale >> 1) - 4'd3;
    always @(*) begin
        case (current_state)
            IDLE: begin
                edge_counter_and_data_sampler_enable = 1'b0;
                deserializer_enable = 1'b0;
                start_bit_check_enable = 1'b0;
                parity_bit_check_enable = 1'b0;
                stop_bit_check_enable = 1'b0;
                data_valid = 1'b0;
            end
            START_BIT_RECEPTION: begin
                edge_counter_and_data_sampler_enable = 1'b1;
                deserializer_enable = 1'b0;
                if (edge_count == sampling_edge_number + 4'd5) begin
                    start_bit_check_enable = 1'b1;
                end
                else begin
                    start_bit_check_enable = 1'b0;
                end
                parity_bit_check_enable = 1'b0;
                stop_bit_check_enable = 1'b0;
                data_valid = 1'b0;
            end
            SERIAL_DATA_RECEPTION: begin
                edge_counter_and_data_sampler_enable = 1'b1;
                if (edge_count == sampling_edge_number + 4'd5) begin
                    deserializer_enable = 1'b1;
                end
                else begin
                    deserializer_enable = 1'b0;
                end
                start_bit_check_enable = 1'b0;
                parity_bit_check_enable = 1'b0;
                stop_bit_check_enable = 1'b0;
                data_valid = 1'b0;
            end
            PARITY_BIT_RECEPTION: begin
                edge_counter_and_data_sampler_enable = 1'b1;
                deserializer_enable = 1'b0;
                start_bit_check_enable = 1'b0;
                if (edge_count == sampling_edge_number + 4'd5) begin
                    parity_bit_check_enable = 1'b1;
                end
                else begin
                    parity_bit_check_enable = 1'b0;
                end
                stop_bit_check_enable = 1'b0;
                data_valid = 1'b0;
            end
            STOP_BIT_RECEPTION: begin
                edge_counter_and_data_sampler_enable = 1'b1;
                deserializer_enable = 1'b0;
                start_bit_check_enable = 1'b0;
                parity_bit_check_enable = 1'b0;
                if (edge_count == sampling_edge_number + 4'd5) begin
                    stop_bit_check_enable = 1'b1;
                end
                else begin
                    stop_bit_check_enable = 1'b0;
                end
                data_valid = 1'b0;
            end
            DATA_VALID: begin
                edge_counter_and_data_sampler_enable = 1'b0;
                deserializer_enable = 1'b0;
                start_bit_check_enable = 1'b0;
                parity_bit_check_enable = 1'b0;
                stop_bit_check_enable = 1'b0;
                data_valid = 1'b1;
            end
            default: begin
                edge_counter_and_data_sampler_enable = 1'b0;
                deserializer_enable = 1'b0;
                start_bit_check_enable = 1'b0;
                parity_bit_check_enable = 1'b0;
                stop_bit_check_enable = 1'b0;
                data_valid = 1'b0;
            end
        endcase
    end
endmodule
### flow/run.sh
#!/bin/bash
# OpenROAD 26Q1-2900-gdf79404cd8, Yosys 0.63+post, stock flow scripts
make -C /OpenROAD-flow-scripts/flow DESIGN_CONFIG=/design/flow/config.mk WORK_HOME=/design/flow/orfs finish
### flow/config.mk
export PLATFORM = sky130hd
export DESIGN_NAME = UART_receiver_FSM
export DESIGN_NICKNAME = UART_receiver_FSM
export VERILOG_FILES = /design/flow/design.v
export SDC_FILE = /design/flow/constraint.sdc
export NUM_CORES = 4
export LEC_CHECK = 1
export CORE_AREA = 10 10 80 80
export DIE_AREA = 0 0 90 90
### flow/constraint.sdc
current_design UART_receiver_FSM

set clk_period 2.3
set clk_io_pct 0.2

create_clock -name clk0 -period $clk_period [get_ports {clk}]

set non_clock_inputs [all_inputs -no_clocks]
set_input_delay [expr $clk_period * $clk_io_pct] -clock clk0 $non_clock_inputs
set_output_delay [expr $clk_period * $clk_io_pct] -clock clk0 [all_outputs]
==> results.ini <==
[final_timing]
skew_ns = 0.00359
final_hold_viol_count = 0
period_used_pct = 97.1
slew-limit-headroom_pct = 70.8
fmax_ghz = 0.448
fin_setup_tns_ns = 0
period_needed_ns = 2.23
tightest_slew_ns = 0.436
setup_viol = 0
drv_slew = 0

[die]
ioPinCount = 28
fp_util_pct = 16.1
rows = 25
die_area_sq_um = 8100
core_sq_um = 4720
die_w_um = 90
die_y_um = 90

[logic_synthesis]
syn_avg_cell_area_sq_um = 9.17
netlist_area_sq_um = 761
adder_share_pct = 8.22
logic_family = XOR/XNOR gates
ys_seq_elements = 10
synth_top_cell_by_area = dfrtp_1
synthSimpleGateAreaFrac_pct = 18.1
yosysChipArea_sq_um = 761
topCellsByArea = dfrtp_1, xnor2_1, ha_1, xor2_1, o21ai_0
yosysTopAreaCellShare_pct = 29.6
ys_sh_xor_pct = 18.3
synth.area.mux_share_pct = 1.32
synth_cell_type_count = 30
ys_warn_count = 1
ys_sh_aoi_pct = 12.0
ys_seq_share_pct = 33.1
ys_cells = 83
syn_inst = 83

[clock_tree]
cts_max_path_buffers = 2
tritoncts = built
cts_max_level = 1
clkTransAtPathRegs_ns = 0.05
clkSinkCount = 10
root_buffer = clkbuf_8
ctsHoldBuffers = 0
clk_latency_ns = 0.23
cts_made_buffers = 3

[hold_path]
hold_path.class = in -> async

[power_and_ir_drop]
powerDensity_nw_per_um2 = 479
power_leakage_uw = 0.000623
ir_drop_v = 0.000283
total_power_uw = 652

[detailed_routing]
dr.pass1.iters = 4
antennaDiodeCount = 0
drc = 0
ant_nets = 0
drtIter0Drc = 28
viasPerCell = 3.79
num_vias = 735
avgRoutedWirePerCell_um = 11.5
drt-total-wl_um = 2230

[worst_setup_path]
worstSetupEndpointType = output port
reg2reg_depth = 4
path_class = in -> out
cp_data_arrival_time_ns = 1.77
startpoint_type = primary input
critPathMaxFanout = 2
required_ns = 1.84

[flow_run]
warnings = 27
drv_cap = 0

[grt]
grt_max_degree = 11
grt_pass1_vias = 788
track_usage_pct = 5.46
grt_overflow_total = 0
antenna_found_initial = 0
grt_pass1_wl_um = 3750

[finish]
lay_top_count = buf_4
lay_top_cells = buf_4, clkdlybuf4s50_1, dfrtp_1
syn2layout_area_growth_pct = 78.6
layout-drive-gt1-share_pct = 33.9

[placement]
dp_hpwl_um = 1710
place.gp.congestion = 0.779
io_buffers = 27

[status]
status = completed

==> path summary, 6_finish.rpt <==
path,slack (ns),start,end
setup / recovery,0.07,prescale[3],deserializer_enable
hold / removal,0.54,reset,current_state[4]
setup reg to reg,0.79,current_state[2],data_transmission_state[2]
hold reg to reg,0.54,data_transmission_state[2],data_transmission_state[2]
max in group asynchronous,1.43,reset,current_state[0]
min in group clk0,0.54,data_transmission_state[2],data_transmission_state[2]
==> final cells by class <==
| type | count | area (sq um) |
|---|---|---|
| Inverter | 7 | 26.3 |
| Sequential cell | 10 | 251 |
| Fill cell | 494 | 3360 |
| Tap cell | 67 | 83.8 |
| Clock buffer | 4 | 55.1 |
| Multi-Input combinational cell | 60 | 532 |
| Timing Repair Buffer | 46 | 410 |
==> stage by stage <==
step	instance area, sq um	instances	utilization, %	setup WS, ns	hold WS, ns
6_report	1360	194	28.8	0.0678	0.540
5_1_grt	1360	194	28.8	-0.00640	0.577
2_1_floorplan	761	83	-	0.248	0.164
3_3_place_gp	1160	183	24.6	-0.585	0.521
4_1_cts	1300	194	27.5	0.00260	0.551
3_5_place_dp	1160	183	24.6	-0.605	0.535
==> repair_timing <==
item	4_1_cts	5_1_grt
endpoints found under the setup margin	7	5
gates resized	31	13
pin swaps	9	5
setup buffers	7	0
==> metal layers <==
metal / vias up / wire, um / track usage, % / share of wire, %
li1: 371 / - / - / -
met4: 0 / 10 / 0.265 / 0.45
met2: 32 / 935 / 7.87 / 42
met3: 2 / 196 / 2.26 / 8.8
met1: 330 / 1090 / 7.81 / 49
met5: - / 0 / 0 / 0
==> where the power goes <==
group / internal [uW] / switching [uW] / total (uW)
combinational: 128 / 85.0 / 213
clock: 150 / 63.9 / 214
sequential: 201 / 24.2 / 225
total: 478 / 173 / 652
==> critical path, cell delays in order <==
cell	delay (ns)
clkdlybuf4s15_2	0.20
inv_2	0.05
ha_4	0.26
xnor2_2	0.10
nand3_2	0.11
nor3_2	0.21
and2_1	0.17
dlygate4sd2_1	0.21
==> cells by family (layout without fill, tap and decap cells) <==
logic type / count (synthesis) / count (layout)
buffers and inverters: 13 / 57
AND/OR/NAND/NOR: 25 / 25
XOR/XNOR: 15 / 15
AND-OR/OR-AND: 14 / 14
multiplexers: 1 / 1
adder cells (fa/ha/maj): 5 / 5
flip-flops: 10 / 10
==> flip-flops by register name, summed over array words and instances, names as in the netlist <==
name	count
data_transmission_state	4
current_state	6
==> Yosys cell counts (all sizes together) <==
master and n:
o21a 1, a21o 1, buf 5, a222oi 1
o21ai 6, nor3b 2, dfstp 1, xor2 6
o221ai 1, nor3 1, and2 2, or4 2
nand4 1, o22ai 2, xnor2 9, nand2 6
clkbuf 1, nor2 3, inv 7, o31ai 1
nand3b 3, nor4 2, nand3 3, dfrtp 9
ha 5, a21boi 1, mux2i 1
Power is estimated from default activity; no workload was simulated.
