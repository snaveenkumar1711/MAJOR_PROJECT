**design/flow/config.mk**
```make
export PLATFORM = sky130hd
export DESIGN_NAME = register_file
export DESIGN_NICKNAME = register_file
export VERILOG_FILES = /design/flow/design.v
export SDC_FILE = /design/flow/constraint.sdc
export NUM_CORES = 4
export LEC_CHECK = 1
export CORE_UTILIZATION = 30
```
**design/flow/run.sh**
```bash
#!/bin/bash
# OpenROAD 26Q1-2900-gdf79404cd8, Yosys 0.63+post, stock flow scripts
make -C /OpenROAD-flow-scripts/flow DESIGN_CONFIG=/design/flow/config.mk WORK_HOME=/design/flow/orfs finish
```
**design/flow/constraint.sdc**
```tcl
current_design register_file

set clk_period 2.4
set clk_io_pct 0.2

create_clock -name clk0 -period $clk_period [get_ports {clk}]

set non_clock_inputs [all_inputs -no_clocks]
set_input_delay [expr $clk_period * $clk_io_pct] -clock clk0 $non_clock_inputs
set_output_delay [expr $clk_period * $clk_io_pct] -clock clk0 [all_outputs]
```
**design/flow/design.v**
```verilog
module register_file #(
    parameter DATA_WIDTH = 8,
    parameter REGISTER_FILE_DEPTH = 16
)
(
    input clk,
    input reset,
    input [$clog2(REGISTER_FILE_DEPTH) - 1:0] address,
    input write_enable,
    input [DATA_WIDTH - 1:0] write_data,
    input read_enable,
    output reg read_data_valid,
    output reg [DATA_WIDTH - 1:0] read_data,
    output [DATA_WIDTH - 1:0] register0,
    output [DATA_WIDTH - 1:0] register1,
    output [DATA_WIDTH - 1:0] register2,
    output [DATA_WIDTH - 1:0] register3
);
    reg [DATA_WIDTH - 1:0] memory [0:REGISTER_FILE_DEPTH - 1];
    integer i;
    always @(posedge clk or negedge reset) begin
        if (~reset) begin
            for (i = 0; i < REGISTER_FILE_DEPTH; i = i + 1) begin
                if (i == 2) begin
                    memory[i] <= 'b000000_0_1;
                end
                else if (i == 3) begin
					memory[i] <= 'b00_001000;
                end
                else begin
                    memory[i] <= 'b0;
                end
            end
            read_data_valid <= 1'b0;
            read_data <= 'b0;
        end
        else if (write_enable & ~read_enable) begin
            memory[address] <= write_data;
            read_data_valid <= 1'b0;
        end
        else if (read_enable & ~write_enable) begin
            read_data <= memory[address];
            read_data_valid <= 1'b1;
        end
        else begin
            read_data_valid <= 1'b0;
        end
    end
    assign register0 = memory[0];
    assign register1 = memory[1];
    assign register2 = memory[2];
    assign register3 = memory[3];
endmodule
```
==> metrics.txt <==
# HELP chip_impl_metric Yosys and OpenROAD flow results
# TYPE chip_impl_metric gauge
chip_impl_info{name="run_status",value="finished, final reports clean"} 1
chip_impl_metric{name="combGateArea",unit="µm²"} 2830
chip_impl_metric{name="final.setup_skew",unit="ns"} 0.00812
chip_impl_info{name="ys.flop_type",value="dfrtp_1"} 1
chip_impl_metric{name="globalplace.congestion",unit=""} 0.891
chip_impl_metric{name="adder_share",unit="%"} 0
chip_impl_metric{name="dp.cells",unit=""} 829
chip_impl_metric{name="grt_start_max_net_pins",unit=""} 66
chip_impl_metric{name="drt_iter0_drc",unit=""} 289
chip_impl_metric{name="critPathMaxStageDelay",unit="ns"} 0.46
chip_impl_metric{name="ff_latch_area",unit="µm²"} 3430
chip_impl_metric{name="average_cell_area_after_synthesis",unit="µm²"} 13.1
chip_impl_metric{name="synth.lib_cells_used.distinct",unit=""} 56
chip_impl_metric{name="grt_pass1_vias",unit=""} 4615
chip_impl_metric{name="worst_ep_required_time",unit="ns"} 2.69
chip_impl_metric{name="grt_util_all_layers",unit="%"} 16.7
chip_impl_metric{name="detail_route.wirelength",unit="mm"} 16.8
chip_impl_metric{name="design_power_total",unit="mW"} 6.79
chip_impl_metric{name="cts_max_level",unit=""} 4
chip_impl_metric{name="cp.depth",unit=""} 8
chip_impl_metric{name="switching_power_summed_over_all_nets",unit="mW"} 1.70
chip_impl_metric{name="numPortBuffers",unit=""} 56
chip_impl_metric{name="initial_core_util",unit="%"} 30.7
chip_impl_metric{name="top_level_ports",unit=""} 57
chip_impl_metric{name="finalSetupViolations",unit=""} 0
chip_impl_metric{name="internal_power",unit="mW"} 5.10
chip_impl_metric{name="clock_latency_of_the_later_clocked_register_in_the_worst_skew_pair",unit="ns"} 0.43
chip_impl_metric{name="placed_area",unit="µm²"} 7560
chip_impl_metric{name="instances_no_fill",unit=""} 861
chip_impl_info{name="timing.critical_path.from",value="address[0]"} 1
chip_impl_metric{name="post_route_cells_drive_above_1_share",unit="%"} 38.1
chip_impl_metric{name="power_leakage",unit="nW"} 3.49
chip_impl_metric{name="ys_cells",unit=""} 496
chip_impl_metric{name="globalRouteOverflowTotal",unit=""} 0
chip_impl_info{name="crit_path_end_kind",value="flop"} 1
chip_impl_info{name="critical_path.reg2reg.endpoint",value="read_data[5]$_DFFE_PN0P_"} 1
chip_impl_info{name="synth.largest_area_cell",value="dfrtp_1"} 1
chip_impl_metric{name="rr_worst_depth",unit=""} 5
chip_impl_metric{name="clock.fmax",unit="MHz"} 464
chip_impl_metric{name="dieHeight",unit="µm"} 149
chip_impl_info{name="grt_setup_unrepaired",value="false"} 1
chip_impl_info{name="lay_top_cells",value="dfrtp_1, mux2_2, clkdlybuf4s50_1"} 1
chip_impl_metric{name="synth.area.mux_share",unit="%"} 24.8
chip_impl_info{name="cts_tree",value="yes"} 1
chip_impl_info{name="synthTopLogicFamily",value="multiplexers"} 1
chip_impl_metric{name="stage_log_warnings",unit=""} 25
chip_impl_metric{name="yosysChipArea",unit="µm²"} 6490
chip_impl_metric{name="synthToLayoutAreaGrowth",unit="%"} 25.7
chip_impl_metric{name="r2r_setup_slack",unit="ns"} 0.73
chip_impl_metric{name="worst-path-buf-inv",unit=""} 3
chip_impl_metric{name="combPwrFrac",unit="%"} 16.2
chip_impl_metric{name="cts_resized",unit=""} 0
chip_impl_info{name="clk_root_buffer_cell",value="clkbuf_16"} 1
chip_impl_metric{name="drv_cap",unit=""} 0
chip_impl_metric{name="die_x",unit="µm"} 149
chip_impl_metric{name="final_area",unit="µm²"} 8170
chip_impl_metric{name="top_cell_area_share",unit="%"} 52.0
chip_impl_metric{name="tightestPinTransition",unit="ns"} 0.743
chip_impl_metric{name="fp.coreArea",unit="µm²"} 21200
chip_impl_metric{name="drt_first_pass_iters",unit=""} 4
chip_impl_metric{name="synth_sequential_area_ratio",unit="%"} 52.8
chip_impl_metric{name="numCtsBuffers",unit=""} 17
chip_impl_metric{name="slew_headroom",unit="%"} 50.3
chip_impl_metric{name="pwr-share-seq",unit="%"} 44.6
chip_impl_info{name="cpMaxStageDelayCell",value="nor4_1"} 1
chip_impl_metric{name="syn-cell-area",unit="µm²"} 6490
chip_impl_info{name="setup.worst_path.start_class",value="input pin"} 1
chip_impl_metric{name="syn_inst",unit=""} 496
chip_impl_metric{name="num_antenna_cells",unit=""} 0
chip_impl_metric{name="cts.sink_count",unit=""} 137
chip_impl_metric{name="postSynthRegisterBits",unit=""} 137
chip_impl_metric{name="grt_pass1_wl",unit="mm"} 27.4
chip_impl_metric{name="viasPerCell",unit=""} 5.08
chip_impl_info{name="cpLargestDelayFamily",value="buffers and inverters"} 1
chip_impl_metric{name="netSwitchingFraction",unit="%"} 25.0
chip_impl_metric{name="power_density",unit="nW/µm²"} 832
chip_impl_metric{name="clockBufferDepth",unit=""} 2
chip_impl_metric{name="grt_antenna_before_repair",unit=""} 0
chip_impl_metric{name="final_min_period_over_clock_period",unit="%"} 89.7
chip_impl_metric{name="timing_hold_violations_final",unit=""} 0
chip_impl_metric{name="clock_power_share",unit="%"} 39.2
chip_impl_metric{name="antenna_violating_nets_post_route",unit=""} 0
chip_impl_metric{name="core.rowCount",unit=""} 53
chip_impl_info{name="worstReg2RegStart",value="memory[2][5]$_DFFE_PN0P_"} 1
chip_impl_metric{name="finalCriticalPeriod",unit="ns"} 2.15
chip_impl_metric{name="n_fill_cell",unit=""} 1924
chip_impl_metric{name="path_clk_slew",unit="ns"} 0.06
chip_impl_metric{name="async_flop_share",unit="%"} 100
chip_impl_metric{name="dp.final_hpwl",unit="mm"} 11.7
chip_impl_metric{name="report.final.slew_viol_count",unit=""} 0
chip_impl_info{name="min_path_type",value="input pin to async pin"} 1
chip_impl_metric{name="post_synth_ao_oa_area_fraction",unit="%"} 10.4
chip_impl_metric{name="post_cts_buffers",unit=""} 0
chip_impl_metric{name="detail_route.wl_per_cell",unit="µm"} 19.5
chip_impl_metric{name="totalNegativeSetupSlack",unit="ns"} 0
chip_impl_metric{name="post_synth_and_or_nand_nor_area_fraction",unit="%"} 8.36
chip_impl_info{name="timing.critical_path.cells",value="clkdlybuf4s50_1, buf_12, buf_4, nor2b_2, a22oi_1, o22ai_1, nor4_1, o21ai_1"} 1
chip_impl_info{name="worstSetupEndpoint",value="read_data[1]$_DFFE_PN0P_"} 1
chip_impl_metric{name="edf_count",unit=""} 0
chip_impl_metric{name="die_area",unit="µm²"} 22200
chip_impl_info{name="area_leaders",value="dfrtp_1, mux2_2, a22oi_1, mux2_4, a21oi_1"} 1
chip_impl_metric{name="max-vdd-ir-drop",unit="mV"} 0.356
chip_impl_metric{name="yosysWarningCount",unit=""} 2
chip_impl_metric{name="drc_errors",unit=""} 0
chip_impl_metric{name="critPathArrivalTime",unit="ns"} 2.44
chip_impl_metric{name="post_cts_hold_buffer_count",unit=""} 0
chip_impl_metric{name="vias",unit=""} 4372
chip_impl_metric{name="post-route-util",unit="%"} 38.6
chip_impl_info{name="worstSetupPathType",value="input pin to flop"} 1
chip_impl_info{name="final_common_cell",value="dfrtp_1"} 1
chip_impl_metric{name="crit_path_max_fanout",unit=""} 20
chip_impl_metric{name="xor_xnor_area_share",unit="%"} 0
==> power by group through the flow <==
stage         combinational [mW]  sequential, mW  clock [mW]
global route                1.22            3.09        2.82
finish                      1.10            3.03        2.66
CTS                         1.12            3.03        2.71
==> sequential cells by signal, indices dropped and copies added, names as in the netlist <==
register         cells
read_data_valid      1
read_data            8
memory             128
==> worst min path at each step <==
stage | start | cells after the start | slack, ns | end
after CTS | reset | 1 | 0.08 | memory[2][5]$_DFFE_PN0P_
after global routing | reset | 1 | 0.11 | memory[2][5]$_DFFE_PN0P_
final | reset | 1 | 0.05 | memory[2][5]$_DFFE_PN0P_
==> per-stage QoR <==
step,setup slack (ns),hold WS [ns]
6_report,0.247,0.0466
3_5_place_dp,-0.152,0.477
3_3_place_gp,-0.106,0.468
2_1_floorplan,0.597,0.184
4_1_cts,0.287,0.0816
5_1_grt,0.0156,0.105
==> synth_stat cells, types with 6 or more instances <==
master and n:
o22ai_1 8, dfrtp_1 135, nand2_2 6, buf_6 7
o21ai_0 15, nand2_1 17, a21oi_1 20, mux2_2 120
a22oi_1 27, buf_4 6, mux2_4 8, buf_2 10
clkbuf_1 12, mux2_1 8, nor2b_1 8, nand3_1 8
or3_1 6
==> final cells by class <==
cell class,count,share of cell area [%]
Timing Repair Buffer,95,11.7
Sequential cell,137,42.0
Clock inverter,13,2.05
Multi-Input combinational cell,320,34.6
Inverter,2,0.0919
Tap cell,275,4.21
Clock buffer,19,5.30
==> layer usage <==
layer | part of all wire (%) | vias to the layer above | global-route usage (%) | wire length (µm)
li1 | - | 2003 | - | -
met2 | 46 | 103 | 24.5 | 7680
met3 | 6.0 | 17 | 4.31 | 1010
met5 | 0 | - | 0 | 0
met4 | 1.6 | 0 | 2.70 | 267
met1 | 47 | 2249 | 25.8 | 7860
==> kinds of logic (layout without fill, tap and decap cells) <==
| group | count (synthesis) | count (layout) |
|---|---|---|
| AOI/OAI and AO/OA | 99 | 99 |
| buffers and inverters | 39 | 129 |
| DFF | 137 | 137 |
| muxes | 141 | 141 |
| and+or+nand+nor | 80 | 80 |
Power and IR drop assume default switching activity.
