[design/flow/run.sh]
#!/bin/bash
# OpenROAD 26Q1-2900-gdf79404cd8, Yosys 0.63+post, stock flow scripts
make -C /OpenROAD-flow-scripts/flow DESIGN_CONFIG=/design/flow/config.mk WORK_HOME=/design/flow/orfs finish
[design/flow/config.mk]
export PLATFORM = sky130hd
export DESIGN_NAME = ALU
export DESIGN_NICKNAME = ALU
export VERILOG_FILES = /design/flow/design.v
export SDC_FILE = /design/flow/constraint.sdc
export NUM_CORES = 4
export LEC_CHECK = 1
export CORE_UTILIZATION = 40
[design/flow/constraint.sdc]
current_design ALU

set clk_period 1.0
set clk_io_pct 0.2

create_clock -name clk0 -period $clk_period [get_ports {clk}]

set non_clock_inputs [all_inputs -no_clocks]
set_input_delay [expr $clk_period * $clk_io_pct] -clock clk0 $non_clock_inputs
set_output_delay [expr $clk_period * $clk_io_pct] -clock clk0 [all_outputs]
[design/flow/design.v]
module ALU #(
    parameter DATA_WIDTH = 8
)
(
    input clk,
    input reset,
    input [DATA_WIDTH - 1:0] A,
    input [DATA_WIDTH - 1:0] B,
    input [3:0] ALU_function,
    input enable,
    output reg ALU_result_valid,
    output reg [2 * DATA_WIDTH - 1:0] ALU_result
);
    always @(posedge clk or negedge reset) begin
        if (~reset) begin
            ALU_result <= 'b0;
            ALU_result_valid <= 1'b0;
        end
        else begin
            if (enable) begin
                case (ALU_function)
                    4'b0000: begin
                        ALU_result <= A + B;
                        ALU_result_valid <= 1'b1;
                    end
                    4'b0001: begin
                        ALU_result <= A - B;
                        ALU_result_valid <= 1'b1;
                    end
                    4'b0010: begin
                        ALU_result <= A * B;
                        ALU_result_valid <= 1'b1;
                    end
                    4'b0011: begin
                        ALU_result <= A / B;
                        ALU_result_valid <= 1'b1;
                    end
                    4'b0100: begin
                        ALU_result <= A & B;
                        ALU_result_valid <= 1'b1;
                    end
                    4'b0101: begin
                        ALU_result <= A | B;
                        ALU_result_valid <= 1'b1;
                    end
                    4'b0110: begin
                        ALU_result <= ~(A & B);
                        ALU_result_valid <= 1'b1;
                    end
                    4'b0111: begin
                        ALU_result <= ~(A | B);
                        ALU_result_valid <= 1'b1;
                    end
                    4'b1000: begin
                        ALU_result <= A ^ B;
                        ALU_result_valid <= 1'b1;
                    end
                    4'b1001: begin
                        ALU_result <= ~(A ^ B);
                        ALU_result_valid <= 1'b1;
                    end
                    4'b1010: begin
                        if (A == B) begin
                            ALU_result <= 'b1;
                        end
                        else begin
                            ALU_result <= 'b0;
                        end
                        ALU_result_valid <= 1'b1;
                    end
                    4'b1011: begin
                        if (A > B) begin
                            ALU_result <= 'b1;
                        end
                        else begin
                            ALU_result <= 'b0;
                        end
                        ALU_result_valid <= 1'b1;
                    end
                    4'b1100: begin
                        if (A < B) begin
                            ALU_result <= 'b1;
                        end
                        else begin
                            ALU_result <= 'b0;
                        end
                        ALU_result_valid <= 1'b1;
                    end
                    4'b1101: begin
                        ALU_result <= A >> 1;
                        ALU_result_valid <= 1'b1;
                    end
                    4'b1110: begin
                        ALU_result <= A << 1;
                        ALU_result_valid <= 1'b1;
                    end
                    default: begin
                        ALU_result <= 'b0;
                        ALU_result_valid <= 1'b0;
                    end
                endcase
            end
            else begin
                ALU_result <= 'b0;
                ALU_result_valid <= 1'b0;
            end
        end
    end
endmodule
==> flow_metrics.env <==
# implementation run metrics
export IMPL_use_met1=0.416
export IMPL_die_area_um2=25500
export IMPL_place_area_um2=15100
export IMPL_hold_viol_final=0
export IMPL_ctsHoldBuffers=0
export IMPL_overflow=0
export IMPL_worst_ep_arrival_time_ns=24.51
export IMPL_max_clock_freq_mhz=41.0
export IMPL_yosys_cells=1327
export IMPL_status="finished with violations"
export IMPL_die_height_um=160
export IMPL_slew_headroom=0.477
export IMPL_grt_pass1_vias=11800
export IMPL_cp_required_ns=1.12
export IMPL_syn2layout_area_growth_pct=68.1
export IMPL_critPathBufInv=41
export IMPL_seqPwrFrac=0.011
export IMPL_grt_first_pass_wirelength_um=59400
export IMPL_p_per_area_nw_per_um2=4380
export IMPL_path_clk_slew_ns=0.05
export IMPL_seqCellArea_um2=425
export IMPL_design_area_um2=16700
export IMPL_path_max_fanout=7
export IMPL_synth_seq_share=0.0427
export IMPL_warnings=48
export IMPL_synth_dominant_cell_count="ha_1"
export IMPL_cts_root_buf="clkbuf_16"
export IMPL_drt_total_wl_um=37300
export IMPL_cpMostUsedCell="buf_4"
export IMPL_utilization=0.686
export IMPL_synthCells=1327
export IMPL_fin_tns_setup_ns=-165.76
export IMPL_setup_viol=17
export IMPL_cpPeakStageDelay_ns=0.53
export IMPL_cts_made_buffers=3
export IMPL_hp_class="primary input to async pin"
export IMPL_async_flop_share=1.00
export IMPL_drive_gt1_frac=0.451
export IMPL_htree_levels=1
export IMPL_path_class="primary input to flop"
export IMPL_grtUsageMet3=0.0434
export IMPL_synth_warning_count=1
export IMPL_worst_pin_slew_ns=0.773
export IMPL_grt_max_degree=23
export IMPL_ant_nets=0
export IMPL_maxSlewViolCount=0
export IMPL_dp_hpwl_um=28200
export IMPL_maxCapViolations=0
export IMPL_die_width_um=160
export IMPL_cts_sinks=17
export IMPL_portBuffers=39
export IMPL_vias=12500
export IMPL_min_period_ns=24.39
export IMPL_total_power_w=0.0734
export IMPL_synth_cell_types=96
export IMPL_ir_drop_v=0.00738
export IMPL_yosysChipArea_um2=9950
export IMPL_io_pins=40
export IMPL_edf_count=0
export IMPL_drtIter0Drc=729
export IMPL_gp_congestion=0.996
export IMPL_comb_area_um2=10000
export IMPL_worstSetupEndpointType="flop"
export IMPL_clk_path_buf_depth=2
export IMPL_yosys_top_cells_count="163 x ha_1, 133 x nor2_1, 105 x nand2_1"
export IMPL_period_used=24.4
export IMPL_drc=0
export IMPL_rows=57
export IMPL_switchingPower_w=0.0314
export IMPL_ys_ff=17
export IMPL_via_per_inst=5.43
export IMPL_top_usage_layer="met2"
export IMPL_antenna_found_initial=1
export IMPL_start_kind="primary input"
export IMPL_p_sw_frac=0.428
export IMPL_rsz0062_at_grt="yes"
export IMPL_routedWlPerCell_um=16.3
export IMPL_synth_largest_area_cell="ha_1"
export IMPL_post_place_ws_ns=-24.13
export IMPL_avgSynthCellArea_um2=7.50
export IMPL_violations="negative setup slack"
export IMPL_setup_slack_ns=-23.39
export IMPL_synth_area_um2=9950
export IMPL_internal_power_w=0.0420
export IMPL_combPwrFrac=0.978
export IMPL_tritoncts="done"
export IMPL_core_area_um2=24400
export IMPL_fp_util=0.408
export IMPL_n_fill_cell=1851
export IMPL_synth_top_area_share=0.205
export IMPL_dr_pass1_iters=5
export IMPL_clkPwrFrac=0.011
export IMPL_grtUsageMet2=0.472
export IMPL_top_cells_by_area="ha_1 20%, fa_1 7.6%, nor2_1 5.0%"
export IMPL_p_leak_nw=8.26
export IMPL_slowest_stage="or4_4"
export IMPL_synthFlopType="dfrtp_1"
export IMPL_track_usage=0.292
export IMPL_crit_family="AND-OR/OR-AND gates"
final cells by class:
type / instances / area share
clock buffer: 4 / 0.00471
multi-input combinational: 1169 / 0.600
timing repair buffer: 679 / 0.322
inverter: 101 / 0.0238
antenna: 1 / 0.000150
tap: 324 / 0.0242
sequential: 17 / 0.0254
routing by layer:
layer | wire length, um | vias to the layer above
met2 | 16700 | 339
li1 | - | 6264
met3 | 1940 | 69
met1 | 17700 | 5800
met5 | 0 | -
met4 | 945 | 0
worst max-delay path by stage:
stage | startpoint | to | slack (ns) | depth (start not counted)
after CTS | B[7] | ALU_result[0] | -23.37 | 133
after global routing | B[4] | ALU_result[0] | -24.86 | 132
final | B[4] | ALU_result[0] | -23.39 | 143
layout by cell type, fill, tap and decap left out, types with 11 or more instances in the layout:
master	count
a21o_1	28
a21oi_1	65
a21oi_2	25
a221oi_1	12
a31oi_1	16
buf_4	597
buf_6	30
dfrtp_1	17
fa_1	35
ha_1	137
ha_4	20
inv_1	87
mux2_2	15
nand2_1	95
nand2b_1	17
nand3_1	13
nor2_1	114
nor2_2	15
nor2b_1	12
nor3_1	52
nor4_1	17
o211ai_1	16
o21a_1	46
o21ai_0	45
o21bai_1	12
o221ai_1	11
o31ai_1	19
or3_1	11
xnor2_1	37
xor2_1	19
power groups by stage:
stage	registers [W]	logic (W)	clock network, W
CTS	0.000803	0.0664	0.000856
global route	0.000804	0.0763	0.000881
finish	0.000799	0.0717	0.000827
state kept, by name (all words and copies together) (netlist names):
name and cells:
ALU_result 16, ALU_result_valid 1
per-stage QoR:
step	hold slack, ns	std cells
6_report	0.292	2295
5_1_grt	0.317	2294
4_1_cts	0.295	2238
3_5_place_dp	0.561	2171
3_3_place_gp	0.562	2171
2_1_floorplan	-0.0956	1334
timing repair:
action / CTS / global route
hold endpoints to repair: 0 / 0
pin swaps: 16 / 93
cloned: 1 / 0
resized: 113 / 136
setup buffers: 62 / 62
setup endpoints to repair: 34 / 23
cell families after synthesis:
group,count (synthesis),share of synthesized area
compound gates,451,0.331
xor+xnor,56,0.0493
fa+ha+maj,201,0.281
buf+inv,148,0.0580
flops,17,0.0427
mux,30,0.0333
other cells,1,0.000377
simple gates,423,0.204
Power is estimated from default activity; no workload was simulated.
